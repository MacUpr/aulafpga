==> design/flow/design.v <==
module top(
    input wire clk,
    output reg led
);
reg [31:0] counter;
initial begin
  counter = 32'h0;
  led = 1'b0;
end
always @(posedge clk) begin
    if (counter < 32'd12500000) begin
        counter <= counter + 1'b1;
    end else begin
        counter <= 32'h0;
        led <= ~led;
    end
end
endmodule
==> design/flow/run.sh <==
#!/bin/bash
# OpenROAD 26Q1-2900-gdf79404cd8, Yosys 0.63+post, stock flow scripts
make -C /OpenROAD-flow-scripts/flow DESIGN_CONFIG=/design/flow/config.mk WORK_HOME=/design/flow/orfs finish
==> design/flow/config.mk <==
export PLATFORM = sky130hd
export DESIGN_NAME = top
export DESIGN_NICKNAME = top
export VERILOG_FILES = /design/flow/design.v
export SDC_FILE = /design/flow/constraint.sdc
export NUM_CORES = 4
export LEC_CHECK = 1
export CORE_UTILIZATION = 30
export SYNTH_HDL_FRONTEND = slang
==> design/flow/constraint.sdc <==
current_design top

set clk_period 3.5
set clk_io_pct 0.2

create_clock -name clk0 -period $clk_period [get_ports {clk}]

set non_clock_inputs [all_inputs -no_clocks]
set_input_delay [expr $clk_period * $clk_io_pct] -clock clk0 $non_clock_inputs
set_output_delay [expr $clk_period * $clk_io_pct] -clock clk0 [all_outputs]
==> impl_metrics.ini <==
; implementation run metrics
[run_status]
status = complete, no violations

[final_timing]
period_minus_slack_ns = 2.02
slew_headroom_pct = 52.1
max_freq_mhz = 494
hold_violations = 0
setup_violations = 0
slew_viol_final = 0
fin_setup_tns_ns = 0
skew_ns = 0.0107
worst_pin_slew_ns = 0.715
rsz0062_at_grt = no
period_used_pct = 57.8

[layout]
final_util_pct = 36.1
area_growth_pct = 13.6
fillers = 452
final_cell_area_sq_um = 1600
drive_above_1_share_pct = 10.7

[yosys]
ys_types = 33
synthTopCellsByCount = 32 x dfxtp_1, 17 x a21oi_1, 9 x nand3_1, 9 x xnor2_1
yosysSeqAreaShare_pct = 47.5
synthFlopType = dfxtp_1
ys_top_logic_family = simple AND/OR/NAND/NOR gates
ys.flops = 33
synthAdderAreaFrac_pct = 0.886
synth.area.top_cells = dfxtp_1 45%, a21oi_1 6.0%, xnor2_1 5.6%
edf_count = 1
top_area_share_pct = 45.3
netlist_area_sq_um = 1410
yosys_cells = 148
largest_area_cell = dfxtp_1
postSynth.asyncResetShare_pct = 0
synthXorXnorAreaFrac_pct = 9.30
avgSynthCellArea_sq_um = 9.54
ys.warnings.count = 0
synth_cells = 148
synth.cellmix.compoundShare_pct = 15.2
top_cell = dfxtp_1
simple_gate_share_pct = 24.2
yosys-mux-area-fraction_pct = 0
yosys_area_sq_um = 1410

[hold_path]
hp-start = counter[20]
hp-class = register to register
hold_depth = 2
whs_endpoint = counter[20]

[critical_path]
cp_max_fo = 11
critPathArrivalTime_ns = 2.24
crit_type = register to register
worst-r2r-cell-count = 4
endpoint_kind = register
required_ns = 3.72
rrSetupSlack_ns = 1.48
start_kind = register
worstReg2RegStart = counter[2]
r2r-end = counter[21]

[placed_design]
gp_congestion = 0.792
place_area_sq_um = 1500
portBuffers = 1
hpwl_um = 1690

[power]
p_per_area_nw_per_um2 = 437
peakVddDrop_v = 0.000274
p_leak_nw = 0.484

[global_routing]
grt_pass1_vias = 1085
grt_max_degree = 20
busiest_layer = met1
gr-total-overflow = 0
use_met3_pct = 3.61
antenna_found_initial = 0
grt_use_met1_pct = 17.1
track_usage_pct = 11.6
grtUsageMet2_pct = 17.0
grt_pass1_wl_um = 4710

[routing]
drtAntennaViolNets = 0
routed-via-count = 1138
wl_um = 2560
via_per_inst = 5.39
antenna_cells = 0
firstDrtPassIters = 4
drt_iter0_markers = 51
drc = 0
routedWlPerCell_um = 12.1

[run]
cap_violations = 0
warnings = 25

[floorplanning]
core_util_floorplan_pct = 31.8
io_pins = 2
die_x_um = 70.6
core.rowCount = 24
dieArea_sq_um = 4990
fp.coreArea_sq_um = 4440
die_h_um = 70.6

[clock_tree]
root_buffer = clkbuf_8
worstSkewPairLatency_ns = 0.29
clock_sinks = 33
ctsHoldBuffers = 0
cts_max_level = 2
clk_path_buf_depth = 2
numCtsBuffers = 5
cts_tree = done
path_clk_slew_ns = 0.07
postCtsResizedCells = 0
cts_setup_buffers = 0
## per-stage QoR
step / total power, mW / std cells / worst slack, ns / hold slack (ns)
finish: 0.701 / 211 / 1.48 / 0.515
detailed placement: 0.400 / 203 / 1.49 / 0.501
global placement: 0.400 / 203 / 1.56 / 0.492
global route: 0.728 / 211 / 1.36 / 0.548
floorplan: 0.396 / 155 / 1.73 / 0.467
CTS: 0.710 / 211 / 1.47 / 0.525
## registers in the layout (all words and copies together) (netlist names)
signal / cells
led: 1
counter: 32
## placed cells by master (no fill, tap or decap), drive strengths merged, types with 7 or more instances in the layout
cell type	count
a21oi	17
a22oi	7
clkbuf	7
conb	8
dfxtp	32
nand2	7
nand3	10
nand4	7
xnor2	9
## logic make-up (layout without fill, tap and decap cells)
logic type               count (synthesis)  in the layout
other                                    1              8
AND/OR/NAND/NOR                         53             53
adder cells (fa/ha/maj)                  1              1
XOR/XNOR                                15             15
flip-flops                              33             33
AND-OR/OR-AND                           35             35
buffers and inverters                   10             14
## routing by layer
layer | vias to the layer above | share of wire (%)
met1 | 532 | 49
met3 | 7 | 6.4
li1 | 568 | -
met5 | - | 0
met2 | 31 | 43
met4 | 0 | 2.2
## cell type report
cell class	instances	area, sq um	share of cell area, %
Clock buffer	7	96.3	6.01
Clock inverter	1	5.00	0.312
Inverter	3	11.3	0.702
Multi-Input combinational cell	112	731	45.6
Sequential cell	33	671	41.8
Tap cell	52	65.1	4.06
Timing Repair Buffer	3	25.0	1.56
## critical path, cell delays in order (launching register included)
cell,delay [ns]
dfxtp_1,0.44
nand4_2,0.28
or4_4,0.59
or4_4,0.50
a22oi_2,0.15
## how the worst max path moves through the flow
stage             end  depth (start not counted)  slack, ns         from
6_report  counter[21]                          4       1.48   counter[2]
4_1_cts   counter[21]                          4       1.47   counter[2]
5_1_grt   counter[18]                          5       1.36  counter[11]
## report_power, final
| group | leakage (nW) | internal (mW) | switching [mW] |
|---|---|---|---|
| Combinational | 0.161 | 0.00303 | 0.00208 |
| Sequential | 0.269 | 0.384 | 0.00204 |
| Clock | 0.0542 | 0.178 | 0.132 |
| Total | 0.484 | 0.565 | 0.136 |
Power is estimated from default activity; no workload was simulated.
