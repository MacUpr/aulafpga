**/design/flow/design.v**
```verilog
module traffic_light #(
  parameter int T_GREEN  = 12,
  parameter int T_YELLOW = 4,
  parameter int T_RED    = 10
)(
  input  logic clk,
  input  logic rst_n,
  output logic red,
  output logic yellow,
  output logic green,
  output logic [1:0] state
);
  localparam logic [1:0] S_RED    = 2'b00;
  localparam logic [1:0] S_GREEN  = 2'b01;
  localparam logic [1:0] S_YELLOW = 2'b10;
  logic [1:0] curr, next;
  int unsigned tick;   
  always_comb begin
    red    = (curr == S_RED);
    yellow = (curr == S_YELLOW);
    green  = (curr == S_GREEN);
  end
  always_comb begin
    next = curr;
    case (curr)
      S_GREEN:  next = (tick == T_GREEN  - 1) ? S_YELLOW : S_GREEN;
      S_YELLOW: next = (tick == T_YELLOW - 1) ? S_RED    : S_YELLOW;
      S_RED:    next = (tick == T_RED    - 1) ? S_GREEN  : S_RED;
      default:  next = S_RED;
    endcase
  end
  always_ff @(posedge clk or negedge rst_n) begin
    if (!rst_n) begin
      curr <= S_RED;
      tick <= 0;
    end else begin
      if (next != curr) begin
        curr <= next;
        tick <= 0;            
      end else begin
        tick <= tick + 1;     
      end
    end
  end
  assign state = curr;
endmodule
```
**/design/flow/run.sh**
```bash
#!/bin/bash
# OpenROAD 26Q1-2900-gdf79404cd8, Yosys 0.63+post, stock flow scripts
make -C /OpenROAD-flow-scripts/flow DESIGN_CONFIG=/design/flow/config.mk WORK_HOME=/design/flow/orfs finish
```
**/design/flow/config.mk**
```make
export PLATFORM = sky130hd
export DESIGN_NAME = traffic_light
export DESIGN_NICKNAME = traffic_light
export VERILOG_FILES = /design/flow/design.v
export SDC_FILE = /design/flow/constraint.sdc
export NUM_CORES = 4
export LEC_CHECK = 1
export CORE_AREA = 10 10 105 105
export DIE_AREA = 0 0 115 115
export SYNTH_HDL_FRONTEND = slang
```
**/design/flow/constraint.sdc**
```tcl
current_design traffic_light

set clk_period 6.9
set clk_io_pct 0.2

create_clock -name clk0 -period $clk_period [get_ports {clk}]

set non_clock_inputs [all_inputs -no_clocks]
set_input_delay [expr $clk_period * $clk_io_pct] -clock clk0 $non_clock_inputs
set_output_delay [expr $clk_period * $clk_io_pct] -clock clk0 [all_outputs]
```
==> run notes <==
yosys + openroad results -> Layout fillers 941, total number of yosys warnings 0, fin crit share 0.418, Floorplan Utilization 0.214, first-pass GRT wire length 6130 um, most frequent cells in the layout nor2_1, dfrtp_1, xnor2_1, nand2_1, xor2_1, vias 1281, DP Worst Slack 4320 ps, Cell Area, Synth 1870 um2, GRT Resource Usage Total 0.0547, Data required, critical path 5520 ps, Post-Layout Cell Count 303, # placed instances 295, Top cell excl fill/tap nor2_1, antenna-violating nets left 0, ys cells 186, wirelength, routed 3340 um, root buffer cell clkbuf_8, Final Hold Fails 0, chip area 13200 um2, RSZ-0062 raised after global routing no, routed len/inst 11.0 um, Slew HR 0.483, synthesis area per yosys 1870 um2, Die X 115 um, Post-CTS Resized 0, leakage power 0.897 nW, Worst Skew 7.11 ps, H-tree depth 2, Rows 34, Pwr Total 0.000355 W, TNS Setup 0 ps, total congestion overflow 0, IO Port Bufs 6, initial antenna violation count 0, WP data arrival 1500 ps, worst skew pair latency 280 ps, CTS Buf Count 5, Layout Utilization 0.240, final worst slack 4020 ps, count of cell types in the netlist 29, worst-margin pin slew 774 ps, drt pass-1 iters 4, crit-path max FO 7, clock sink count 34, # Post-CTS Setup Buffers 0, detailed placement HPWL 2280 um, worst min path class flip-flop to flip-flop, ANT cells 0, WS Path Type flip-flop to primary output, Max VDD drop 0.0966 mV, drt via density 4.23, largest net degree at the start of global routing 35, TritonCTS clock tree built, core area 8760 um2, Clock Path Buffers 2, vias in the first global route 1265, Critical Path Start Type flip-flop, Log Warnings 26, Slew Limit Fails 0, Max Clock Freq 0.347 GHz, synthesized area per cell 10.1 um2, I/O pins 7, gpl congestion 0.802, synthesized instance count 186, share of layout cells above drive strength 1 0.118, crit path capture type primary output, CTS Hold Bufs 0, synthesis-stage register bit count 34, Area Overhead vs Synth 12.4%, chip height 115 um, Final min period 2880 ps, max-cap violations 0, register area share after synthesis 0.454, P per Cell Area 168 nW/um2, drt drc 0, clock slew at reported path FFs 70 ps, outcome finished clean, DR iter-0 viols 122, final setup fails 0
==> cells by family (layout without fill, tap and decap cells) <==
family                   after synthesis  after routing  share of synthesized area
multiplexers                           1              1                    0.00601
adder cells (fa/ha/maj)                2              2                     0.0134
buffers and inverters                 12             21                     0.0448
AND/OR/NAND/NOR                      101            101                      0.308
AND-OR/OR-AND                          6              6                     0.0334
flip-flops                            34             34                      0.454
XOR/XNOR                              30             30                      0.140
==> state kept, by name, summed over array words and instances, names as in the netlist <==
| name | count |
|---|---|
| tick | 32 |
| state | 2 |
==> path summary, 6_finish.rpt <==
check                      startpoint       end  slack, ps  cells past startpoint
max in group asynchronous       rst_n  tick[30]       5070                      2
hold reg to reg               tick[0]   tick[0]        510                      1
setup / recovery             state[0]     green       4020                      2
min in group asynchronous       rst_n  tick[13]       1510                      2
setup reg to reg             tick[20]   tick[6]       4800                      5
hold / removal                tick[0]   tick[0]        510                      1
==> cells in the mapped netlist (all sizes together) <==
cell type   n  area [um2]
o2bb2ai     1        27.5
nand2      12        45.0
nand4       4        52.6
buf         6        61.3
inv         6        22.5
a32o        1        10.0
nor3        9        65.1
a21oi       1        5.00
and4        8        76.3
nor2       37         139
xor2       11        96.3
nand3      10        50.1
nor2b       4        25.0
dfrtp      34         851
o21ai       2        10.0
nor4        9        68.8
and3        8        55.1
o32a        1        10.0
mux2        1        11.3
xnor2      19         166
ha          2        25.0
==> power by group <==
part / internal, W / leakage, nW / switching, W / total (W)
clock: 0.0000804 / 0.0482 / 0.0000704 / 0.000151
sequential: 0.000199 / 0.471 / 0 / 0.000199
combinational: 0.000000866 / 0.379 / 0.00000384 / 0.00000471
==> metal layers <==
metal / routed length, um / share of wire / global-route usage / vias to the layer above
met1: 1800 / 0.54 / 0.0850 / 615
met2: 1380 / 0.41 / 0.0766 / 8
met4: 58 / 0.017 / 0.00743 / 0
met3: 108 / 0.032 / 0.0137 / 5
li1: - / - / - / 653
met5: 0 / 0 / 0 / -
==> layout make-up <==
| type | count | area, um2 | area share |
|---|---|---|---|
| Clock buffer | 7 | 86.3 | 0.0410 |
| Clock inverter | 1 | 5.00 | 0.00238 |
| Multi-Input combinational cell | 140 | 938 | 0.446 |
| Inverter | 6 | 22.5 | 0.0107 |
| Timing Repair Buffer | 7 | 67.6 | 0.0321 |
| Sequential cell | 34 | 851 | 0.404 |
| Tap cell | 108 | 135 | 0.0642 |
==> critical path, cell delays in order, from the launching register on <==
cell and delay, ps:
dfrtp_1 450, nor2b_1 260, clkdlybuf4s50_1 510
==> metrics by stage <==
stage / cell area, um2 / hold WS [ps]
2_1_floorplan: 1870 / 468
3_3_place_gp: 2010 / 495
3_5_place_dp: 2010 / 508
4_1_cts: 2110 / 517
5_1_grt: 2110 / 550
6_report: 2110 / 515
Power figures rest on the tool's default switching activity, not on a simulated workload.
