## /design/flow/run.sh

```bash
#!/bin/bash
# OpenROAD 26Q1-2900-gdf79404cd8, Yosys 0.63+post, stock flow scripts
make -C /OpenROAD-flow-scripts/flow DESIGN_CONFIG=/design/flow/config.mk WORK_HOME=/design/flow/orfs finish
```

## /design/flow/constraint.sdc

```tcl
current_design register_bank

set clk_period 2.7
set clk_io_pct 0.2

create_clock -name clk0 -period $clk_period [get_ports {clk}]

set non_clock_inputs [all_inputs -no_clocks]
set_input_delay [expr $clk_period * $clk_io_pct] -clock clk0 $non_clock_inputs
set_output_delay [expr $clk_period * $clk_io_pct] -clock clk0 [all_outputs]
```

## /design/flow/design.v

```verilog
module register_bank #(
  parameter int WIDTH = 16,            
  parameter int DEPTH = 8              
)(
  input  logic                     clk,
  input  logic                     rst_n,
  input  logic                     we,              
  input  logic [$clog2(DEPTH)-1:0] waddr,           
  input  logic [WIDTH-1:0]         wdata,           
  input  logic [$clog2(DEPTH)-1:0] raddr_a,         
  output logic [WIDTH-1:0]         rdata_a,         
  input  logic [$clog2(DEPTH)-1:0] raddr_b,         
  output logic [WIDTH-1:0]         rdata_b          
);
  logic [WIDTH-1:0] mem [0:DEPTH-1];
  always_ff @(posedge clk or negedge rst_n) begin
    if (!rst_n) begin
      for (int i = 0; i < DEPTH; i++) begin
        mem[i] <= '0;
      end
    end else if (we) begin
      mem[waddr] <= wdata;
    end
  end
  assign rdata_a = mem[raddr_a];
  assign rdata_b = mem[raddr_b];
endmodule
```

## /design/flow/config.mk

```make
export PLATFORM = sky130hd
export DESIGN_NAME = register_bank
export DESIGN_NICKNAME = register_bank
export VERILOG_FILES = /design/flow/design.v
export SDC_FILE = /design/flow/constraint.sdc
export NUM_CORES = 4
export LEC_CHECK = 1
export CORE_UTILIZATION = 50
export SYNTH_HDL_FRONTEND = slang
```

==> report_table.html <==
<p>Metrics extracted from the flow reports.</p>
<table>
<tr><th>Metric</th><th>Value</th></tr>
<tr><th colspan="2">STA</th></tr>
<tr><td>Worst Skew</td><td>0 ps</td></tr>
<tr><td>Max-slew violations</td><td>0</td></tr>
<tr><td>Transition time at the pin with the least slew margin</td><td>512 ps</td></tr>
<tr><td>Highest attainable clock frequency</td><td>375 MHz</td></tr>
<tr><td>RSZ-0062 raised after global routing</td><td>false</td></tr>
<tr><td>Tmin final</td><td>2660 ps</td></tr>
<tr><td>Max_slew headroom</td><td>0.658</td></tr>
<tr><td>Endpoints failing hold</td><td>0</td></tr>
<tr><td>Smallest setup slack after layout</td><td>36.3 ps</td></tr>
<tr><td>Final setup violating endpoints</td><td>0</td></tr>
<tr><td>Post-route fraction of the period consumed by the critical path</td><td>0.987</td></tr>
<tr><th colspan="2">Detailed routing</th></tr>
<tr><td>Count of routing violations after the opening detailed-route iteration</td><td>184</td></tr>
<tr><td>Pre-Repair DR Iteration Count</td><td>4</td></tr>
<tr><td>Detailed-route wire length</td><td>16000 um</td></tr>
<tr><td>Total number of vias</td><td>4051</td></tr>
<tr><td>Post-detailed-route via-to-cell ratio</td><td>6.18</td></tr>
<tr><td>Total inserted antenna cells</td><td>0</td></tr>
<tr><td>Routed length per placed instance</td><td>24.4 um</td></tr>
<tr><td>Number of design rule violations left after detail routing</td><td>0</td></tr>
<tr><td>Remaining antenna violation count after routing</td><td>0</td></tr>
<tr><th colspan="2">Pwr</th></tr>
<tr><td>Reported leakage power</td><td>0.00371 uW</td></tr>
<tr><td>Power density of the placed cells</td><td>728 nW/um^2</td></tr>
<tr><td>Worst ir drop on vdd</td><td>0.000597 V</td></tr>
<tr><td>PnR Total Power</td><td>6360 uW</td></tr>
<tr><th colspan="2">Clock network</th></tr>
<tr><td># Post-CTS Setup Buffers</td><td>0</td></tr>
<tr><td>Clock transition at path regs</td><td>50 ps</td></tr>
<tr><td>Insertion delay at the late pin of the worst-skew pair</td><td>410 ps</td></tr>
<tr><td>Buffers from clock root to sink, at most</td><td>2</td></tr>
<tr><td>Sink count of the clock tree</td><td>128</td></tr>
<tr><td>Hold Buf Count CTS</td><td>0</td></tr>
<tr><td>TritonCTS clock tree</td><td>yes</td></tr>
<tr><td>Number of clock buffers inserted by TritonCTS</td><td>17</td></tr>
<tr><td>Maximum level of the CTS H-tree</td><td>4</td></tr>
<tr><td>Root buffer cell</td><td>clkbuf_16</td></tr>
<tr><th colspan="2">Outcome</th></tr>
<tr><td>Status</td><td>finished, final reports clean</td></tr>
<tr><th colspan="2">Die</th></tr>
<tr><td>Number of placement rows</td><td>42</td></tr>
<tr><td>Number of I/O pins</td><td>60</td></tr>
<tr><td>Area of the core region</td><td>13500 um^2</td></tr>
<tr><td>Effective utilization at floorplan</td><td>0.520</td></tr>
<tr><td>Chip height</td><td>120 um</td></tr>
<tr><td>Die area</td><td>14500 um^2</td></tr>
<tr><td>Die X-Extent</td><td>120 um</td></tr>
<tr><th colspan="2">Critical path</th></tr>
<tr><td>Last element of the critical path</td><td>rdata_b[12]</td></tr>
<tr><td>Source of the critical timing path</td><td>raddr_b[0]</td></tr>
<tr><td>Crit Path Category</td><td>input port to output port</td></tr>
<tr><td>End of the worst register-to-register path</td><td>mem[84]</td></tr>
<tr><td>Critical path peak fanout</td><td>8</td></tr>
<tr><td>CP Data Arrival Time</td><td>2120 ps</td></tr>
<tr><td>Critical R2R Launch</td><td>mem[84]</td></tr>
<tr><td>Crit. End Element</td><td>output port</td></tr>
<tr><td>Depth of the worst register-to-register path</td><td>1</td></tr>
<tr><td>Data required time of the worst path</td><td>2160 ps</td></tr>
<tr><td>R2r setup slk</td><td>1900 ps</td></tr>
<tr><td>Sort of element at the start of the critical path</td><td>input port</td></tr>
<tr><th colspan="2">Yosys</th></tr>
<tr><td>Yosys stat chip area</td><td>7000 um^2</td></tr>
<tr><td>Synthesis Warnings</td><td>0</td></tr>
<tr><td>Number of unique standard cell types used by synthesis</td><td>15</td></tr>
<tr><td>Registers, synthesis</td><td>128</td></tr>
<tr><td>Number of cells in Yosys stat</td><td>393</td></tr>
<tr><td>Sequential share of the synthesized area</td><td>0.458</td></tr>
<tr><td>Mapped Area</td><td>7000 um^2</td></tr>
<tr><td>Synthesized instance count</td><td>393</td></tr>
<tr><td>Synthesized area per cell</td><td>17.8 um^2</td></tr>
<tr><th colspan="2">Placed design</th></tr>
<tr><td>Count of input and output buffers</td><td>59</td></tr>
<tr><td>Post-DP HPWL</td><td>8710 um</td></tr>
<tr><td>GPL Wtd Cong</td><td>0.778</td></tr>
<tr><td>Worst setup slack before clock tree synthesis</td><td>-177 ps</td></tr>
<tr><th colspan="2">Cells and area</th></tr>
<tr><td>Area taken by flip-flops and latches</td><td>3200 um^2</td></tr>
<tr><td>Largest reg by FF count</td><td>mem</td></tr>
<tr><td>Fraction of final layout cells sized beyond drive strength 1</td><td>0.507</td></tr>
<tr><td>Registers with the most flip-flops</td><td>mem (128)</td></tr>
<tr><td>Multi-input gate area</td><td>3590 um^2</td></tr>
<tr><td>Growth of design area from synthesis to finish</td><td>24.6%</td></tr>
<tr><td>Number of fill cells</td><td>964</td></tr>
<tr><td>Flip-flop count of the largest register after layout</td><td>128</td></tr>
<tr><th colspan="2">GRT</th></tr>
<tr><td>Maximum number of pins on one net before global-route repair</td><td>60</td></tr>
<tr><td>GRT Residual Overflow</td><td>0</td></tr>
<tr><td>Overall fraction of global-route tracks in use</td><td>0.247</td></tr>
<tr><td>Wire length of the first global-routing pass</td><td>24500 um</td></tr>
<tr><td>Number of global-route vias before repair</td><td>4177</td></tr>
<tr><td>Number of antenna violations at the first check in global routing</td><td>0</td></tr>
<tr><th colspan="2">Flow run</th></tr>
<tr><td>OpenROAD warning count</td><td>27</td></tr>
<tr><td>Max-capacitance violation count</td><td>0</td></tr>
<tr><th colspan="2">Worst hold path</th></tr>
<tr><td>Worst min-delay path category</td><td>input port to asynchronous set/reset pin</td></tr>
</table>
[how the worst min path moves through the flow]
stage | end | cells past startpoint
final | mem[21] | 1
after global routing | mem[21] | 1
after CTS | mem[21] | 1
[final cells by class]
cell class	instances	area share
Clock buffer	21	0.0539
Clock inverter	11	0.0129
Multi-Input combinational cell	232	0.411
Sequential cell	128	0.367
Tap cell	176	0.0252
Timing Repair Buffer	87	0.130
[worst max-delay path, stage by stage]
cell             delay (ps)
buf_6                   150
buf_12                  160
mux4_1                  560
mux2_2                  300
clkdlybuf4s50_1         400
[cells in the final DEF, fill, tap and decap left out]
master,instances
mux4_2,11
mux4_1,53
bufbuf_16,1
and4bb_2,1
clkinvlp_4,3
buf_4,3
clkbuf_8,3
clkbuf_1,1
nor4bb_4,2
buf_6,5
clkdlybuf4s15_2,1
clkdlybuf4s50_1,54
dfrtp_1,128
nand4_2,1
buf_8,1
buf_12,16
nand4b_2,3
clkbuf_16,20
buf_16,2
clkbuf_2,1
bufinv_16,2
clkinv_2,6
mux2_2,160
nor4b_4,1
[report_power, final]
part,internal [uW],switching (uW)
clock,1420,791
sequential,2350,273
combinational,1110,415
total,4880,1480
[logic make-up (layout without fill, tap and decap cells)]
group	after synthesis	count (layout)	share of synthesized area
flip-flops	128	128	0.458
AND/OR/NAND/NOR	8	8	0.0163
multiplexers	224	224	0.493
buffers and inverters	33	119	0.0329
[per-stage QoR]
stage	hold slack (ps)	setup TNS [ps]	std cells	cell area, um^2	util
6_report	69.2	0	655	8730	0.649
5_1_grt	86.2	0	655	8730	0.649
4_1_cts	73.6	-41.7	651	8620	0.641
3_5_place_dp	505	-4140	616	7960	0.591
3_3_place_gp	495	-4140	616	7960	0.591
2_1_floorplan	244	0	393	7000	-
[cell usage after synthesis]
cell type,n,area (um^2)
nand4_2,1,12.5
clkbuf_2,2,10.0
clkbuf_1,3,11.3
nor4bb_1,2,20.0
mux4_1,56,1470
nor4b_4,1,23.8
mux2_2,160,1800
buf_2,8,40.0
buf_1,5,18.8
and4bb_2,1,12.5
mux4_2,8,180
buf_6,10,113
buf_4,5,37.5
nand4b_2,3,45.0
dfrtp_1,128,3200
[layer usage]
| metal | global-route usage | part of all wire | vias to the layer above |
|---|---|---|---|
| li1 | - | - | 1769 |
| met2 | 0.402 | 0.50 | 110 |
| met3 | 0.0617 | 0.052 | 12 |
| met5 | 0 | 0 | - |
| met1 | 0.375 | 0.43 | 2160 |
| met4 | 0.0224 | 0.010 | 0 |
[timing repair]
action | CTS | global route
gates resized | 12 | 8
gates cloned | 3 | 4
endpoints found under the hold margin | 0 | 0
setup endpoints to repair | 32 | 22
pin swaps | 0 | 0
No activity file was given, so power comes from the tool's default toggle rates.
